[flow/run.sh]
#!/bin/bash
# OpenROAD 26Q1-2900-gdf79404cd8, Yosys 0.63+post, stock flow scripts
make -C /OpenROAD-flow-scripts/flow DESIGN_CONFIG=/design/flow/config.mk WORK_HOME=/design/flow/orfs finish
[flow/config.mk]
export PLATFORM = sky130hd
export DESIGN_NAME = tanh_neuron
export DESIGN_NICKNAME = tanh_neuron
export VERILOG_FILES = /design/flow/design.v
export SDC_FILE = /design/flow/constraint.sdc
export NUM_CORES = 4
export LEC_CHECK = 1
export CORE_UTILIZATION = 30
[flow/constraint.sdc]
current_design tanh_neuron

set clk_period 7.7
set clk_io_pct 0.2

create_clock -name clk0 -period $clk_period [get_ports {clk}]

set non_clock_inputs [all_inputs -no_clocks]
set_input_delay [expr $clk_period * $clk_io_pct] -clock clk0 $non_clock_inputs
set_output_delay [expr $clk_period * $clk_io_pct] -clock clk0 [all_outputs]
[flow/design.v]
module tanh_neuron #(
    parameter WIDTH = 16,
    parameter FRAC = 8
)(
    input                           clk,
    input                           rst,
    input   signed  [WIDTH-1:0]     input1,
    input   signed  [WIDTH-1:0]     input2,
    input   signed  [WIDTH-1:0]     weight1,
    input   signed  [WIDTH-1:0]     weight2,
    input   signed  [WIDTH-1:0]     bias,
    output reg signed [WIDTH-1:0]   result
);
    wire	signed	[2*WIDTH-1:0]   mult1_full, mult2_full;
    wire 	signed	[WIDTH-1:0]     mult1_scaled, mult2_scaled;
    reg 	signed	[WIDTH-1:0]     mult1_reg, mult2_reg;
    reg     signed  [WIDTH-1:0]     bias_reg;
    wire 	signed	[WIDTH:0]       sum_partial, sum_total;
    reg     signed  [WIDTH:0]       sum_total_reg;
    wire    signed  [WIDTH-1:0]     tanh_out;
    assign mult1_full = input1 * weight1;
    assign mult2_full = input2 * weight2;
    assign mult1_scaled = mult1_full >>> FRAC;
    assign mult2_scaled = mult2_full >>> FRAC;
    always @(posedge clk or posedge rst) begin
        if (rst) begin
            mult1_reg <= {WIDTH{1'b0}};
            mult2_reg <= {WIDTH{1'b0}};
            bias_reg  <= {WIDTH{1'b0}};
        end else begin
            mult1_reg <= mult1_scaled;
            mult2_reg <= mult2_scaled;
            bias_reg  <= bias;
        end
    end
    assign sum_partial = mult1_reg + mult2_reg;
    assign sum_total = sum_partial + bias_reg;
    always @(posedge clk or posedge rst) begin
        if (rst) begin
            sum_total_reg <= {(WIDTH+1){1'b0}};
        end else begin
            sum_total_reg <= sum_total;
        end
    end
    function signed [WIDTH-1:0] tanh_lut;
        input signed [WIDTH:0] x;
        begin
            if (x <= -17'sd768) begin        
                tanh_lut = 16'hFF00;         
            end
            else if (x >= 17'sd768) begin    
                tanh_lut = 16'h0100;         
            end
            else if (x <= -17'sd512) begin   
                tanh_lut = 16'hFF1A;         
            end
            else if (x <= -17'sd256) begin   
                tanh_lut = 16'hFF42;         
            end
            else if (x < 17'sd0) begin       
                tanh_lut = 16'hFFB0;         
            end
            else if (x == 17'sd0) begin      
                tanh_lut = 16'h0000;         
            end
            else if (x <= 17'sd256) begin    
                tanh_lut = 16'h0050;         
            end
            else if (x <= 17'sd512) begin    
                tanh_lut = 16'h00BE;         
            end
            else begin                        
                tanh_lut = 16'h00E6;         
            end
        end
    endfunction
    assign tanh_out = tanh_lut(sum_total_reg);
    always @(posedge clk or posedge rst) begin
        if (rst) begin
            result <= {WIDTH{1'b0}};
        end else begin
            result <= tanh_out;
        end
    end
endmodule
==> flow_summary.rst <==
Run summary
-----------

.. list-table::
   :header-rows: 1

   * - Metric
     - Value
   * - Outcome
     - finished clean
   * - Number of enable-type register cells in the synthesized netlist
     - 0
   * - Setup-failing EPs final
     - 0
   * - Maximum fanout encountered on the critical timing path
     - 10
   * - Clock Sinks
     - 73
   * - Largest cells by area
     - sky130_fd_sc_hd__fa_1 (43%), sky130_fd_sc_hd__ha_1 (11%), sky130_fd_sc_hd__inv_1 (10%), sky130_fd_sc_hd__dfrtp_1 (10%), sky130_fd_sc_hd__and2_1 (7.3%)
   * - DPL Wire Length
     - 33510 um
   * - Congestion Overflow GR
     - 0
   * - Die Y
     - 246.7 um
   * - Total number of warnings across the stage logs
     - 25
   * - Worst Path Arrival
     - 7430 ps
   * - Yosys Warn Count
     - 1
   * - Number of antenna violations at the first check in global routing
     - 1
   * - Share of layout cells above drive strength 1
     - 5.338%
   * - Gate count of the mapped netlist
     - 1930
   * - Crit path top cell by count
     - sky130_fd_sc_hd__fa_1
   * - Post-route clock period utilization
     - 93.77%
   * - Via count of the routed design
     - 12190
   * - Clock latency of the later-clocked register in the worst-skew pair
     - roughly 320 ps
   * - Number of levels the H-tree was split into
     - 3
   * - Post-CTS setup buffer count
     - 0
   * - Syn avg cell area
     - 9.304 um^2
   * - Ys flops
     - roughly 73
   * - Slew at the pin closest to its max-slew limit
     - 580.4 ps
   * - Cts-stage hold buffer count
     - 0
   * - Routability congestion estimate from global placement
     - 0.8927
   * - Largest net degree at the start of global routing
     - 49
   * - RSZ-0062 raised after global routing
     - false
   * - Worst max-slew margin expressed relative to the limit
     - 61.31%
   * - Proportion of synthesized flip-flops having asynchronous set or reset
     - 100.0%
   * - Die Footprint
     - 60840 um^2
   * - Synth-to-Final Area Change
     - 13.55%
   * - Total length of routed wires
     - 37920 um
   * - Most common flop cell mapped by yosys
     - sky130_fd_sc_hd__dfrtp_1
   * - IO Count
     - 98
   * - Setup TNS after final layout
     - 0 ps
   * - Seq/Total Area, Yosys
     - 10.17%
   * - Worst setup path category
     - primary input to flip-flop
   * - Critical Path RT
     - 7910 ps
   * - Vias per cell
     - 4.328
   * - Wire length of the first global-routing pass
     - 66120 um
   * - Number of hold violations in the final report
     - 0
   * - Library cell occupying the most area in the post-synthesis netlist
     - sky130_fd_sc_hd__fa_1
   * - Placeable core area
     - 59130 um^2
   * - CTS tree
     - done
   * - Element type at the critical path start
     - primary input
   * - Layout Skew
     - 5.334 ps
   * - Hold Path Class
     - flip-flop to flip-flop
   * - Pre-antenna DRT Iters
     - 22
   * - Yosys stat cell total
     - 1930
   * - Clock-pin slew on the worst setup and hold paths
     - 50 ps
   * - Count of max-cap constraint violations
     - 0
   * - Crit-path leading delay family
     - adder cells
   * - Remaining antenna violation count
     - 0
   * - Total count of max-transition violations in the final report
     - 0
   * - Total global-route track usage
     - 14.32%
   * - Element type at the critical path end
     - flip-flop
   * - Max FFs per register
     - 17
   * - Vias in the first global route
     - ~13000
   * - Number of distinct library cells after synthesis
     - 58
   * - Delay of the slowest cell on the worst path
     - 770 ps
   * - Area reported by Yosys stat
     - 17960 um^2
   * - Quantity of gates resized following cts
     - 0
   * - CP cell instances
     - clkdlybuf4s50_1 -> nand2_1 -> fa_1 -> fa_1 -> fa_1 -> inv_1 -> fa_1 -> fa_1 -> inv_1 -> fa_1 -> inv_1 -> ha_1 -> a21o_1 -> a21o_2 -> a21o_1 -> a31oi_4 -> a21oi_2 -> or4b_1 -> o311ai_1
   * - Cell with the largest stage delay on the worst path
     - sky130_fd_sc_hd__clkdlybuf4s50_1
   * - WL/cell
     - about 13 um
   * - Area fraction of the dominant cell type after synthesis
     - 43.37%
   * - Worst-case clock buffer depth
     - 2
   * - Placement row count
     - 89
   * - Post-synthesis cell area
     - between 15000 and 20000 um^2
   * - Final routed DRC violation total
     - 0
   * - Number of buffers added on ports
     - 96
   * - Clock buffer count from CTS
     - 9
   * - Bufs and invs on worst path
     - 4
   * - Clock tree root buffer cell
     - sky130_fd_sc_hd__clkbuf_16
   * - Final critical delay including setup and external delays
     - 7220 ps
   * - Peak clock frequency supported by timing
     - around 0.14 GHz
   * - Pre-placement core utilization
     - 30.37%
   * - Die width
     - between 200 and 250 um
   * - Iteration-0 DRC count of the detailed router
     - 422
==> synth_stat cells, types with 2 or more instances <==
| cell type | count |
|---|---|
| sky130_fd_sc_hd__inv_1 | 499 |
| sky130_fd_sc_hd__fa_1 | 389 |
| sky130_fd_sc_hd__nand2_1 | 241 |
| sky130_fd_sc_hd__and2_1 | 210 |
| sky130_fd_sc_hd__ha_1 | 155 |
| sky130_fd_sc_hd__dfrtp_1 | 73 |
| sky130_fd_sc_hd__clkbuf_1 | 65 |
| sky130_fd_sc_hd__xnor2_1 | 61 |
| sky130_fd_sc_hd__nor2_1 | 50 |
| sky130_fd_sc_hd__a21oi_1 | 19 |
| sky130_fd_sc_hd__nor3_1 | 15 |
| sky130_fd_sc_hd__o21ai_0 | 14 |
| sky130_fd_sc_hd__xor2_1 | 14 |
| sky130_fd_sc_hd__nand2b_1 | 9 |
| sky130_fd_sc_hd__a21o_1 | 8 |
| sky130_fd_sc_hd__buf_4 | 8 |
| sky130_fd_sc_hd__nand3_1 | 8 |
| sky130_fd_sc_hd__o21a_1 | 7 |
| sky130_fd_sc_hd__nand4_1 | 6 |
| sky130_fd_sc_hd__or2_2 | 6 |
| sky130_fd_sc_hd__nor2b_1 | 5 |
| sky130_fd_sc_hd__or3_1 | 5 |
| sky130_fd_sc_hd__a31oi_1 | 4 |
| sky130_fd_sc_hd__and3_1 | 4 |
| sky130_fd_sc_hd__nand3b_1 | 4 |
| sky130_fd_sc_hd__nor4_1 | 4 |
| sky130_fd_sc_hd__a211oi_1 | 3 |
| sky130_fd_sc_hd__a21boi_0 | 3 |
| sky130_fd_sc_hd__o21ai_1 | 3 |
| sky130_fd_sc_hd__a2111oi_2 | 2 |
| sky130_fd_sc_hd__a21oi_2 | 2 |
| sky130_fd_sc_hd__a22oi_1 | 2 |
| sky130_fd_sc_hd__mux2i_1 | 2 |
| sky130_fd_sc_hd__o21ai_2 | 2 |
| sky130_fd_sc_hd__o311ai_1 | 2 |
| sky130_fd_sc_hd__o31ai_1 | 2 |
| sky130_fd_sc_hd__or2b_1 | 2 |
| sky130_fd_sc_hd__xnor3_1 | 2 |
==> stage by stage <==
step	setup slack [ps]	area [um^2]	util, %	instances	hold WS [ps]
after floorplan	771.8	17960	-	1930	451.2
after global placement	182.9	20130	34.04	2799	452.9
after detailed placement	120.4	20130	34.04	2799	449.5
after CTS	463.1	20390	34.48	2815	463.0
after global routing	105.1	20390	34.48	2815	473.9
final	479.6	20390	34.48	2816	461.0
==> cell usage in the layout, fill, tap and decap left out, types with 4 or more instances in the layout <==
cell type	instances
sky130_fd_sc_hd__ha_1	155
sky130_fd_sc_hd__clkdlybuf4s50_1	96
sky130_fd_sc_hd__clkinv_2	5
sky130_fd_sc_hd__nand2_1	241
sky130_fd_sc_hd__xor2_1	14
sky130_fd_sc_hd__nor4_1	4
sky130_fd_sc_hd__a21oi_1	19
sky130_fd_sc_hd__and3_1	4
sky130_fd_sc_hd__nand2b_1	9
sky130_fd_sc_hd__o21a_1	7
sky130_fd_sc_hd__nand3b_1	4
sky130_fd_sc_hd__nor2_1	50
sky130_fd_sc_hd__clkbuf_16	9
sky130_fd_sc_hd__fa_1	389
sky130_fd_sc_hd__nand4_1	6
sky130_fd_sc_hd__buf_4	73
sky130_fd_sc_hd__dfrtp_1	73
sky130_fd_sc_hd__xnor2_1	61
sky130_fd_sc_hd__o21ai_0	14
sky130_fd_sc_hd__a21o_1	8
sky130_fd_sc_hd__nor3_1	15
sky130_fd_sc_hd__and2_1	210
sky130_fd_sc_hd__nand3_1	8
sky130_fd_sc_hd__or2_2	6
sky130_fd_sc_hd__or3_1	5
sky130_fd_sc_hd__inv_1	498
sky130_fd_sc_hd__nor2b_1	5
sky130_fd_sc_hd__a31oi_1	4
==> routing by layer <==
metal	GRT usage, %	wire length [um]
met5	0	9
met4	1.398	426
met3	3.013	1889
met2	23.13	18280
met1	21.24	17320
==> worst paths after layout <==
path | to | from | slack, ps | cells past startpoint
hold reg to reg | result[14] | sum_total_reg[16] | 460 | 0
hold / removal | result[14] | sum_total_reg[16] | 460 | 0
setup reg to reg | sum_total_reg[16] | mult1_reg[2] | 4380 | 10
setup / recovery | mult1_reg[14] | input1[11] | 480 | 19
max in group asynchronous | result[6] | rst | 5120 | 3
min in group asynchronous | bias_reg[15] | rst | 1630 | 2
==> layout make-up <==
class | count | area (um^2)
Tap cell | 773 | 967.2
Timing Repair Buffer | 169 | 1509
Fill cell | 5832 | 38740
Clock buffer | 12 | 236.5
Antenna cell | 1 | 2.502
Inverter | 499 | 1874
Sequential cell | 73 | 1827
Multi-Input combinational cell | 1285 | 13950
Clock inverter | 4 | 20.02
==> kinds of logic after synthesis <==
group | after synthesis | synth area share [%]
compound gates | 83 | 3.358
xor+xnor | 78 | 3.999
fa+ha+maj | 544 | 54.17
buf+inv | 572 | 12.12
flops | 73 | 10.17
mux | 2 | 0.1115
other cells | 1 | 0.02088
simple gates | 577 | 16.05
