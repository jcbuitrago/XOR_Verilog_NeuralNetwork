==> flow/design.v <==
module sigmoid_neuron #(
  parameter WIDTH = 16,
  parameter FRAC = 8
)(
    input                           clk,
    input                           rst,
    input 	signed	[WIDTH-1:0] 	input1,
    input 	signed 	[WIDTH-1:0] 	input2,
    input 	signed 	[WIDTH-1:0] 	weight1,
    input 	signed 	[WIDTH-1:0] 	weight2,
    input 	signed 	[WIDTH-1:0] 	bias,
    output 	reg signed 	[WIDTH-1:0] result
);
    wire	signed	[2*WIDTH-1:0]   mult1_full, mult2_full;
    wire 	signed	[WIDTH-1:0]     mult1_scaled, mult2_scaled;
    reg 	signed	[WIDTH-1:0]     mult1_reg, mult2_reg;
    reg     signed  [WIDTH-1:0]     bias_reg;
    wire 	signed	[WIDTH:0]       sum_partial, sum_total;
    reg     signed  [WIDTH:0]       sum_total_reg;
    wire    signed  [WIDTH-1:0]     sigmoid_out;
    assign mult1_full = input1 * weight1;
    assign mult2_full = input2 * weight2;
    assign mult1_scaled = mult1_full >>> FRAC;
    assign mult2_scaled = mult2_full >>> FRAC;
    always @(posedge clk or posedge rst) begin
        if (rst) begin
            mult1_reg <= {WIDTH{1'b0}};
            mult2_reg <= {WIDTH{1'b0}};
            bias_reg  <= {WIDTH{1'b0}};
        end else begin
            mult1_reg <= mult1_scaled;
            mult2_reg <= mult2_scaled;
            bias_reg  <= bias;
        end
    end
    assign sum_partial = mult1_reg + mult2_reg;
    assign sum_total = sum_partial + bias_reg;
    always @(posedge clk or posedge rst) begin
        if (rst) begin
            sum_total_reg <= {(WIDTH+1){1'b0}};
        end else begin
            sum_total_reg <= sum_total;
        end
    end
    function signed [WIDTH-1:0] sigmoid_lut;
        input signed [WIDTH:0] x;
        begin
            if (x <= -17'sd1024) begin   
                sigmoid_lut = 16'h0000;   
            end
            else if (x >= 17'sd1024) begin   
                sigmoid_lut = 16'h0100;   
            end
            else if (x <= -17'sd768) begin   
                sigmoid_lut = 16'h0005;   
            end
            else if (x <= -17'sd512) begin   
                sigmoid_lut = 16'h0012;   
            end
            else if (x <= -17'sd256) begin   
                sigmoid_lut = 16'h0049;   
            end
            else if (x <= 17'sd0) begin      
                sigmoid_lut = 16'h0080;   
            end
            else if (x <= 17'sd256) begin    
                sigmoid_lut = 16'h00B7;   
            end
            else if (x <= 17'sd512) begin    
                sigmoid_lut = 16'h00EE;   
            end
            else if (x <= 17'sd768) begin    
                sigmoid_lut = 16'h00FB;   
            end
            else begin                        
                sigmoid_lut = 16'h0100;   
            end
        end
    endfunction
    assign sigmoid_out = sigmoid_lut(sum_total_reg);
    always @(posedge clk or posedge rst) begin
        if (rst) begin
            result <= {WIDTH{1'b0}};
        end else begin
            result <= sigmoid_out;
        end
    end
endmodule
==> flow/run.sh <==
#!/bin/bash
# OpenROAD 26Q1-2900-gdf79404cd8, Yosys 0.63+post, stock flow scripts
make -C /OpenROAD-flow-scripts/flow DESIGN_CONFIG=/design/flow/config.mk WORK_HOME=/design/flow/orfs finish
==> flow/config.mk <==
export PLATFORM = sky130hd
export DESIGN_NAME = sigmoid_neuron
export DESIGN_NICKNAME = sigmoid_neuron
export VERILOG_FILES = /design/flow/design.v
export SDC_FILE = /design/flow/constraint.sdc
export NUM_CORES = 4
export LEC_CHECK = 1
export CORE_UTILIZATION = 50
==> flow/constraint.sdc <==
current_design sigmoid_neuron

set clk_period 11.1
set clk_io_pct 0.2

create_clock -name clk0 -period $clk_period [get_ports {clk}]

set non_clock_inputs [all_inputs -no_clocks]
set_input_delay [expr $clk_period * $clk_io_pct] -clock clk0 $non_clock_inputs
set_output_delay [expr $clk_period * $clk_io_pct] -clock clk0 [all_outputs]
==> summary.txt <==
Inst Count DP -> 2393
Syn. warnings -> 1
ys cells -> 1911
routed len/inst -> 14.8 um
Die Ht -> 191 um
Post-synth EDFFs -> 0
GPL Wtd Cong -> 0.854
Init Core Util -> 51.3%
f_max -> 123 MHz
ys flop type -> dfrtp_1
post-route cell area -> 0.0194 mm2
vias in the first global route -> 12600
1st-iter DRT viols -> 371
fin crit period -> 8.10 ns
drt pass-1 iters -> 4
tool warnings -> 25
clock transition at the registers of the reported paths -> 0.06 ns
layout cells sized above 1 -> 1.69%
critical path depth in cells -> 21
Filler Cells Inserted -> 3050
first-pass GRT wire length -> 62.1 mm
MaxCap Viol Count -> 0
HP Class -> reg2reg
overall routing resource usage -> 23.5%
worst path arrival time -> 8.36 ns
ANT cells -> 0
final core occ -> 55.8%
Detailed Route WL -> 35.8 mm
critical path capture point type -> register
Placement Cell Area -> 0.0191 mm2
Non-Filler Instances -> 2409
io pins -> 98
Critical path buffers and inverters -> 5
Mapped Cells -> 1911
GRT overflow -> 0
via count -> 11800
htree depth -> 3
CTS Buffer Depth -> 2
Root Buffer -> clkbuf_16
total CTS buffers -> 9
hold path depth -> 1
outcome -> complete, no violations
Netlist Area Pre-Place -> 0.0178 mm2
clock skew -> 0.00357 ns
I/O Buffers -> 90
Top cell by count, worst path -> fa_1
detailed-route vias per instance -> 4.91
Die W -> 191 um
Detail Placement HPWL -> 29.8 mm
Crit path max-delay family -> adder cells
sum of negative setup slack -> 0 ns
Seq share, synth -> 10.2%
Critical Path RT -> 11.36 ns
CTS Hold Buffers Added -> 0
WHS -> 0.602 ns
RSZ-0062 raised after global routing -> no
mean post-synth cell area -> 9.33 um2
chip area -> 0.0364 mm2
Slew Limit Headroom -> 46.8%
hold path endpoint -> result[8]$_DFF_PP0_
critical hold path startpoint -> sum_total_reg[16]$_DFF_PP0_
post-CTS setup buffers -> 0
reg-to-reg slack, setup -> 8.04 ns
Slowest cell on crit path -> clkdlybuf4s50_1
CP max FO -> 16
Setup-failing EPs final -> 0
Hold Vio Cnt, Final -> 0
DRC Markers -> 0
worst-margin pin slew -> 0.796 ns
worst path cell trace -> clkdlybuf4s50_1 > and2_1 > fa_1 > inv_1 > fa_1 > fa_1 > inv_1 > fa_1 > fa_1 > inv_1 > fa_1 > inv_1 > ha_1 > a21o_1 > a21oi_1 > o21ai_0 > a211oi_4 > o21ai_2 > a31o_1 > a21oi_2 > xnor2_1
Pins Over Slew Limit -> 0
YS chip area -> 0.0178 mm2
cell row count -> 68
Core ar. -> 0.0348 mm2
initial antenna violation count -> 0
kind of critical path -> in2reg
cells on worst reg2reg path -> 12
cycle use final -> 73.0%
ys flops -> 73
clk latency late pin -> 0.33 ns
CTS tree -> done
critical path's largest stage delay -> 0.77 ns
Clock Sinks -> 73
Reg-to-Reg End -> sum_total_reg[15]$_DFF_PP0_
max reg flops -> 17
CTS resizes -> 0
Yosys cell types -> 51
R2R Path Start -> mult1_reg[1]$_DFF_PP0_
largest net degree at the start of global routing -> 56
Async SR Flop Fraction -> 100%
Layout area overhead -> 8.85%
CP Launch Type -> input port
Post-DRT Antenna Nets -> 0
-- per-stage QoR --
stage / worst slack [ns]
CTS: 2.98
global placement: 2.70
finish: 3.00
floorplan: 3.56
global route: 2.55
detailed placement: 2.63
-- layout make-up --
class | count | area [um2] | area share [%]
multi-input cells | 1285 | 13900 | 71.6
clock buffers | 10 | 229 | 1.18
repair buffers | 98 | 961 | 4.95
inverters | 482 | 1810 | 9.32
clock inverters | 6 | 115 | 0.593
well taps | 455 | 569 | 2.93
flip-flops and latches | 73 | 1830 | 9.41
-- cell usage after synthesis (all sizes together), types with 2 or more instances --
library cell,n,area share [%]
inv,482,10
fa,389,44
nand2,237,5.0
and2,212,7.4
ha,155,11
dfrtp,73,10
xnor2,70,3.4
clkbuf,67,1.4
nor2,47,0.99
a21oi,26,0.77
xor2,17,0.83
a21o,15,0.63
nand3,13,0.36
nor3,12,0.34
o21ai,12,0.36
buf,10,0.38
nand2b,10,0.35
nor2b,8,0.28
a31oi,7,0.25
o21a,7,0.29
a211oi,5,0.28
nand4,5,0.18
a211o,3,0.15
and4,3,0.15
nor4,3,0.11
a22o,2,0.098
a31o,2,0.098
and3,2,0.070
o211ai,2,0.084
o21bai,2,0.11
-- cells by family after synthesis --
group / share of synthesized area (%)
compound gates: 3.57
xor+xnor: 4.27
fa+ha+maj: 54.5
buf+inv: 11.9
flops: 10.2
mux: 0.119
other cells: 0.0210
simple gates: 15.3
-- worst reg2reg max path, cell delays in order (launching register included) --
cell and delay [ns]:
dfrtp_1 0.39, fa_1 0.54, ha_1 0.18, inv_1 0.07, fa_1 0.45, nor2b_1 0.13
o21a_1 0.14, o21ai_0 0.08, nand2b_1 0.12, a31oi_1 0.16, o211ai_1 0.36, a211o_1 0.18
nand3_1 0.11
-- per-layer routing --
layer  up-vias  share of wire (%)  GRT usage, %
met3        18                7.0          7.06
met4         2               0.71          1.29
li1       5604                  -             -
met2       301                 47          34.8
met1      5896                 45          38.5
met5         -               0.10         0.824
-- cell usage in the layout (no fill, tap or decap), drive strengths merged, types with 26 or more instances in the layout --
cell type and instances:
inv 482, fa 389, nand2 237, and2 212, ha 155, clkdlybuf4s50 90, dfrtp 73, xnor2 70
nor2 47, a21oi 26
-- how the worst max path moves through the flow --
stage	slack, ns	endpoint	from
CTS	2.98	mult2_reg[15]$_DFF_PP0_	input2[8]
global route	2.55	mult1_reg[14]$_DFF_PP0_	weight1[4]
finish	3.00	mult2_reg[15]$_DFF_PP0_	input2[8]
