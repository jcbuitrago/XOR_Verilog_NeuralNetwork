<file path="config.mk">
export PLATFORM = sky130hd
export DESIGN_NAME = relu_neuron
export DESIGN_NICKNAME = relu_neuron
export VERILOG_FILES = /design/flow/design.v
export SDC_FILE = /design/flow/constraint.sdc
export NUM_CORES = 4
export LEC_CHECK = 1
export CORE_UTILIZATION = 50
</file>
<file path="constraint.sdc">
current_design relu_neuron

set clk_period 6.7
set clk_io_pct 0.2

create_clock -name clk0 -period $clk_period [get_ports {clk}]

set non_clock_inputs [all_inputs -no_clocks]
set_input_delay [expr $clk_period * $clk_io_pct] -clock clk0 $non_clock_inputs
set_output_delay [expr $clk_period * $clk_io_pct] -clock clk0 [all_outputs]
</file>
<file path="design.v">
module relu_neuron #(
  parameter WIDTH = 16,
  parameter FRAC = 8
)(
    input                           clk,
    input                           rst,
    input 	signed	[WIDTH-1:0] 	input1,
    input 	signed 	[WIDTH-1:0] 	input2,
    input 	signed 	[WIDTH-1:0] 	weight1,
    input 	signed 	[WIDTH-1:0] 	weight2,
    input 	signed 	[WIDTH-1:0] 	bias,
    output 	reg signed 	[WIDTH-1:0] result
);
    wire	signed	[2*WIDTH-1:0]   mult1_full, mult2_full;
    wire 	signed	[WIDTH-1:0]     mult1_scaled, mult2_scaled;
    reg 	signed	[WIDTH-1:0]     mult1_reg, mult2_reg;
    reg     signed  [WIDTH-1:0]     bias_reg;
    wire 	signed	[WIDTH:0]       sum_partial, sum_total;
    reg     signed  [WIDTH:0]       sum_total_reg;
    assign mult1_full = input1 * weight1;
    assign mult2_full = input2 * weight2;
    assign mult1_scaled = mult1_full >>> FRAC;
    assign mult2_scaled = mult2_full >>> FRAC;
    always @(posedge clk or posedge rst) begin
        if (rst) begin
            mult1_reg <= {WIDTH{1'b0}};
            mult2_reg <= {WIDTH{1'b0}};
            bias_reg  <= {WIDTH{1'b0}};
        end else begin
            mult1_reg <= mult1_scaled;
            mult2_reg <= mult2_scaled;
            bias_reg  <= bias;
        end
    end
    assign sum_partial = mult1_reg + mult2_reg;
    assign sum_total = sum_partial + bias_reg;
    always @(posedge clk or posedge rst) begin
        if (rst) begin
            sum_total_reg <= {(WIDTH+1){1'b0}};
        end else begin
            sum_total_reg <= sum_total;
        end
    end
    always @(posedge clk or posedge rst) begin
        if (rst) begin
            result <= {WIDTH{1'b0}};
        end else begin
            result <= sum_total_reg[WIDTH] ? {WIDTH{1'b0}} : sum_total_reg[WIDTH-1:0];
        end
    end
endmodule
</file>
<file path="run.sh">
#!/bin/bash
# OpenROAD 26Q1-2900-gdf79404cd8, Yosys 0.63+post, stock flow scripts
make -C /OpenROAD-flow-scripts/flow DESIGN_CONFIG=/design/flow/config.mk WORK_HOME=/design/flow/orfs finish
</file>
==> deck_impl_summary.md <==
Flow Results at a Glance

Logic synthesis
  • Synth Area per Inst: approximately 9.5 µm²
  • Post-synthesis cell type count: around 45
  • Ranking of synthesized cells by area: fa_1 (43%), dfrtp_1 (11%), ha_1 (11%)
  • Synth async-reset ratio: about 100%
  • EDFF count, synth: 0
  • Top_reg_cell synth: dfrtp_1
  • Mux area share: 0%
  • Post-Synth AOI/OAI Area: under 10%
  • Yosys warns: 1
  • Adders+Majority by Area: between 50% and 60%
  • Basic Gates by Area: between 10% and 20%
  • Seq share, synth: between 10 and 15%
  • Dominant kind of combinational cell: adder cells
  • Gate Count Post-Synth: 1893
  • XORs/XNORs by Area: under 10%
  • Post-synth regs: approximately 81
  • Synthesized cell area: 17900 µm²
  • Synth top area share: between 40% and 50%
  • Cells in synth_stat.txt: 1893
  • Synthesis area per yosys: around 18000 µm²
  • Cell taking the most area after synthesis: fa_1

Critical path
  • Worst reg-to-reg path cell count: 10
  • Top Family by Delay on Critical Path: adder cells
  • Worst-path fanout max: 9
  • Worst setup SP type: primary input
  • Worst path bufs/invs: 7
  • Crit. End Element: flip-flop
  • Crit path DRT: 6.91 ns
  • Crit path max-delay cell type: fa_1
  • Arr. time, crit path: between 6 and 7 ns
  • Worst path cell trace: clkdlybuf4s50_1 > buf_4 > and2_1 > fa_1 > inv_1 > fa_2 > fa_1 > fa_1 > inv_1 > fa_1 > inv_1 > fa_1 > inv_1 > ha_1 > buf_4 > a21o_1 > a21o_1 > or3_1 > a21o_1 > xor2_1
  • Crit path kind: in -> reg
  • Critical Path Most Common Cell: fa_1
  • Reg2reg end: sum_total_reg[16]
  • Flop-to-flop setup slack: roughly 3.6 ns
  • Origin of the critical flop-to-flop path: mult1_reg[2]
  • CP max stage delay: ~0.55 ns

GRT
  • Largest net degree at the start of global routing: slightly above 50
  • GRT Overall Usage: between 20% and 30%
  • GRT overflow: 0
  • Initial antenna violation count: 0
  • Global-route wire length before repair: roughly 64000 µm
  • Number of global-route vias before repair: roughly 13000

Placed design
  • Dpl cells: 2594
  • Post-place instance area: between 20000 and 25000 µm²
  • Post-DP HPWL: about 33000 µm
  • Port Buffers: a little under 100
  • Final Wtd Congestion: ~0.94
  • Setup WS pre-CTS: -0.619 ns

Route
  • Vias per cell: about 4.7
  • DRC viols: 0
  • Via count: roughly 12000
  • Avg WL per Cell: about 14 µm
  • Detailed Route Iter0 Violations: 473
  • Diode count: 0
  • Routed WL: between 30000 and 40000 µm
  • DRT Pass-1 Iters: 5
  • Final ANT Viol Nets: 0

Clock network
  • Root buffer cell: clkbuf_16
  • Clock sink total: ~81
  • Latency at later pin: between 0.3 and 0.4 ns
  • TritonCTS buffer count: 9
  • Clock buffer depth: 2
  • Hold_buf cts: 0
  • Worst-path clk slew: 0.06 ns
  • CTS H-tree lvls: 3
  • CTS tree: built

Layout
  • Max FFs per register: 17
  • Share of cells above drive strength 1: between 10% and 20%
  • Layout area overhead: 21.6%
  • Final Instance Area: approximately 22000 µm²
  • Top cell excl fill/tap: inv_1
  • Core Util, Final: 62.4%
  • Most frequent cells in the layout: inv_1 (488), fa_1 (378), and2_1 (216)
  • Final Non-Filler Cells: around 2600

Final timing
  • Period utilization: 97.6%
  • Max Freq: roughly 150 MHz
  • Max-slew violation count: 0
  • Min Hold Slack: between 0.4 and 0.5 ns
  • Final Setup Violations: 0
  • Relative slew slack: approximately three fifths
  • Setup_tns: 0 ns
  • Post-layout min period: 6.54 ns
  • Setup ws final: 0.161 ns
  • Slew @ Worst Pin: roughly 0.58 ns
  • Final Hold Violating Endpoints: 0
  • Max Clock Skew: 0.0103 ns

Floorplan
  • Core area: ~35000 µm²
  • Row count: a little under 70
  • FP Core Util: around 51%
  • Die Wd: 191 µm
  • Die Area: about 37000 µm²
  • Io pins: 98
  • DIE HEIGHT: around 190 µm

Job
  • Tool warning count: 25
  • Max-Cap Viols: 0

Hold path
  • Hold Path Class: reg -> reg
  • Hold_sp: sum_total_reg[3]
  • Hold path depth: 1
  • Hold endpoint: result[3]

Run status
  • Outcome: complete, no violations
[metal layers]
metal	track usage, %	share of wire, %	wire length (µm)
met1	38.7	46	17300
met2	35.1	45	17100
met3	6.64	6.7	2530
met4	3.11	1.7	646
met5	0	0	0
[area by class of cell]
cell class,instances,area [µm²]
multi-input combinational,1253,14000
fill,2901,13100
timing repair buffer,325,2960
sequential,81,2030
inverter,497,1870
tap,455,569
clock buffer,10,239
clock inverter,5,86.3
[synthesized netlist by cell type, types with 2 or more instances]
library cell / instances
xnor2_1: 70
or3_1: 2
clkbuf_1: 62
o21bai_1: 3
xor2_1: 19
nand2b_1: 10
nor2b_1: 20
nand3_1: 8
o21a_1: 5
fa_1: 389
a21oi_2: 2
nand4_1: 5
a21oi_1: 19
nor2_1: 36
inv_1: 496
or4_1: 3
or2_2: 2
o21ai_0: 12
nor3_1: 10
and2_1: 221
ha_1: 155
nand2_1: 218
a21o_1: 15
a31oi_1: 5
dfrtp_1: 81
a31o_2: 2
and3_1: 4
a21boi_1: 2
[worst max path at each step]
stage | startpoint | end | cells after the start
CTS | weight1[5] | mult1_reg[12] | 21
global route | input1[11] | mult1_reg[12] | 20
finish | input1[12] | mult1_reg[12] | 20
[cells by family after synthesis]
kind of cell / after synthesis
xor+xnor: 89
flops: 81
simple gates: 543
buf+inv: 559
fa+ha+maj: 544
compound gates: 77
[what timing repair did]
item / 4_1_cts / 5_1_grt
pin swaps: 11 / 67
setup buffers: 1 / 10
gates cloned: 0 / 6
resized: 26 / 92
endpoints found under the setup margin: 13 / 19
